==> design/flow/design.v <==
module full_system(serial_in, serial_out, clk_slow, clk_fast, error);
	input serial_in, clk_slow, clk_fast, error;
	output serial_out;
	wire encoder_out, decoder_in;
	assign decoder_in = error ^ encoder_out;
	hamming_encoder encoder(.serial_in(serial_in), .serial_out(encoder_out), .clk_slow(clk_slow), .clk_fast(clk_fast), .po1(po1));	
	hamming_decoder  decoder(.serial_in(decoder_in), .serial_out(serial_out), .po1(po1), .clk_fast(clk_fast), .clk_slow(clk_slow));
endmodule
module hamming_decoder#(
	parameter WIDTH_SIPO=7,
	parameter WIDTH_PISO=4
)
(serial_in, serial_out, po1, clk_fast, clk_slow);
	input serial_in, clk_fast, clk_slow;	
	output serial_out;
	output [WIDTH_PISO-1:0] po1;
	wire [WIDTH_SIPO-1:0]sipo_po;
	wire [WIDTH_PISO-1:0]piso_pi;
	wire s0,s1,s2;  
	wire m0,m1,m2,m3;  
	wire c0,c1,c2,c3;  
	wire piso_so;	
	ShiftRegister_SIPO #(.WIDTH(7)) sipo_reg(.clk(clk_fast), .SI(serial_in), .PO(sipo_po));
	assign s0 = sipo_po[2] ^ sipo_po[4] ^ sipo_po[6] ^ sipo_po[0] ;
	assign s1 = sipo_po[2] ^ sipo_po[5] ^ sipo_po[6] ^ sipo_po[1] ;
	assign s2 = sipo_po[4] ^ sipo_po[5] ^ sipo_po[6] ^ sipo_po[3] ;
	assign m0 = s0 & s1 & ~s2;
	assign m1 = s0 & ~s1 & s2;
	assign m2 = ~s0 & s1 & s2;
	assign m3 = s0 & s1 & s2;
	assign c0 = m0 ^ sipo_po[2];
	assign c1 = m1 ^ sipo_po[4];
	assign c2 = m2 ^ sipo_po[5];
	assign c3 = m3 ^ sipo_po[6];
	assign piso_pi = {c3,c2,c1,c0};
	assign po1 = piso_pi;
	Shiftregister_PISO #(.WIDTH(4)) piso_reg(.clk(clk_slow), .Parallel_In(piso_pi), .Serial_Out(piso_so));
	assign serial_out = piso_so;
endmodule
module hamming_encoder#(
	parameter WIDTH_SIPO=4,
	parameter WIDTH_PISO=7
)
(serial_in, serial_out, clk_slow, clk_fast, po1);
	input serial_in, clk_slow, clk_fast;	
	output serial_out;
	output [WIDTH_PISO-1:0] po1;
	wire [WIDTH_SIPO-1:0]sipo_po;
	wire [WIDTH_PISO-1:0]piso_pi;
	wire p0,p1,p2;
	wire piso_so;
	ShiftRegister_SIPO sipo_reg(.clk(clk_slow), .SI(serial_in), .PO(sipo_po));
	assign p0 = sipo_po[0] ^ sipo_po[1] ^ sipo_po[3];
    	assign p1 = sipo_po[0] ^ sipo_po[2] ^ sipo_po[3];
    	assign p2 = sipo_po[1] ^ sipo_po[2] ^ sipo_po[3];
	assign piso_pi = {sipo_po[3:1], p2, sipo_po[0], p1, p0};
	assign po1 = piso_pi;
	Shiftregister_PISO piso_reg(.clk(clk_fast), .Parallel_In(piso_pi), .Serial_Out(piso_so));
	assign serial_out = piso_so;
endmodule
module Shiftregister_PISO#(
parameter WIDTH=7
)	
(clk, Parallel_In, Serial_Out);
	input clk;
	input [WIDTH-1:0]Parallel_In;
	output reg Serial_Out;
	reg [WIDTH-1:0]tmp;
	reg [3:0]i = 0;  
	always @(posedge clk)begin
		if(i == 0)begin 
				tmp<=Parallel_In;
				Serial_Out<=tmp[0];
				i<=i+1;
			end 
		else if(i<=WIDTH-1)
			begin	
				Serial_Out<=tmp[0];
				tmp<={1'b0, tmp[WIDTH-1:1]};	
				i<=i+1;		
			end 
		else begin 
				Serial_Out<=tmp[0];
				i <= 1;
				tmp<=Parallel_In;
			end
	end
endmodule
module ShiftRegister_SIPO#(
parameter WIDTH=4
)	
(clk, SI, PO);
	input clk,SI;
	output reg [WIDTH-1:0] PO;
	reg [WIDTH-1:0] tmp;
	reg [WIDTH-1:0] i = 4'h0;  
	reg [3:0] j = 4'h0;  
	always @(posedge clk)begin
		tmp <= {SI, tmp[WIDTH-1:1]};	
	end
	always @(posedge clk)begin
		if(j <= 2) begin 
			j<=j+1;
		end
		else begin 
			if(i == WIDTH-1)begin 
				PO<=tmp;
				i<=0;
			end
			else begin
				i<=i+1;
			end 
		end
	end
endmodule
==> design/flow/run.sh <==
#!/bin/bash
# OpenROAD 26Q1-2900-gdf79404cd8, Yosys 0.63+post, stock flow scripts
make -C /OpenROAD-flow-scripts/flow DESIGN_CONFIG=/design/flow/config.mk WORK_HOME=/design/flow/orfs finish
==> design/flow/config.mk <==
export PLATFORM = sky130hd
export DESIGN_NAME = full_system
export DESIGN_NICKNAME = full_system
export VERILOG_FILES = /design/flow/design.v
export SDC_FILE = /design/flow/constraint.sdc
export NUM_CORES = 4
export LEC_CHECK = 1
export CORE_UTILIZATION = 50
==> design/flow/constraint.sdc <==
current_design full_system

set clk_period 2.1
set clk_io_pct 0.2

create_clock -name clk0 -period $clk_period [get_ports {clk_fast}]
create_clock -name clk1 -period $clk_period [get_ports {clk_slow}]

set non_clock_inputs [all_inputs -no_clocks]
set_input_delay [expr $clk_period * $clk_io_pct] -clock clk0 $non_clock_inputs
set_output_delay [expr $clk_period * $clk_io_pct] -clock clk0 [all_outputs]
==> impl_metrics.py <==
# Metrics from the implementation run
metrics = {
    "run_status": {
        "status": "complete, no violations",
    },
    "floorplanning": {
        "rows": 24,
        "core_sq_um": 4440,
        "ioPinCount": 5,
        "dieArea_sq_um": 4990,
        "die-width_um": 70.6,
        "die_h_um": 70.6,
        "fp_util_pct": 53.0,
    },
    "pwr": {
        "powerDensity_nw_per_um2": 836,
        "peakVddDrop_mv": 0.456,
        "p_leak_nw": 1.05,
    },
    "detailed_routing": {
        "n_antenna_cell": 0,
        "wire_per_inst_um": 11.2,
        "first_pass_iters": 4,
        "wl_um": 2840,
        "vias": 1244,
        "drc": 0,
        "drtIter0Drc": 32,
        "vias_per_cell": 4.92,
        "drtAntennaViolNets": 0,
    },
    "final_layout": {
        "nFillCells": 352,
        "drive_gt1_share_pct": 12.9,
        "syn_to_final_growth_pct": 13.1,
        "seq_area_sq_um": 1540,
        "mi_logic_area_sq_um": 761,
    },
    "synth": {
        "postSynthCellCount": 180,
        "synth_top_area_share_pct": 38.2,
        "ys_seq_elements": 62,
        "ys_cells": 180,
        "yosysSeqAreaShare_pct": 65.4,
        "yosysWarnings": 8,
        "yosys-stat-area_sq_um": 2360,
        "syn_area_sq_um": 2360,
        "ys_types": 26,
        "area_leaders": "edfxtp_1 38%, dfxtp_1 27%, ha_1 6.4%",
        "synth_area_per_cell_sq_um": 13.1,
        "largest_area_cell": "edfxtp_1",
    },
    "final_timing": {
        "holdWs_ns": 0.328,
        "worst_slack_ns": 0.143,
        "hold_violations": 0,
        "setup_violations": 0,
        "slew_violations": 0,
        "rsz0062_at_grt": "no",
        "setup_tns_ns": 0,
        "fin_skew_ns": 0.00573,
    },
    "setup_path": {
        "cpMaxStageDelayCell": "or4b_1",
        "startpoint_type": "flip-flop",
        "crit_path_cell_trace": "inv_1 > ha_1 > or4b_1 > nor3b_2 > nor2b_2",
        "cp-end-kind": "flip-flop",
        "worstPathMaxFanout": 7,
        "critPathKind": "reg -> reg",
        "cp.required_ns": 2.06,
        "crit_arrival_ns": 1.92,
        "critical-path-max-stage-delay_ns": 0.45,
    },
    "global_route": {
        "grt_pass1_vias": 1246,
        "grt_usage_pct": 13.8,
        "grt_start_max_net_pins": 15,
        "grt_pass1_wl_um": 5130,
        "grt-ovfl-total": 0,
        "antenna_found_initial": 0,
    },
    "placement": {
        "portBuffers": 3,
        "gp_congestion": 0.758,
        "dp_hpwl_um": 2130,
        "preCtsSetupSlack_ns": 0.165,
    },
    "job": {
        "cap_violations": 0,
        "tool_warnings": 32,
    },
    "cts": {
        "post_cts_buffers": 0,
        "clock-sinks": 62,
        "cts.clk_slew.worst_paths_ns": 0.07,
        "cts_tree": "yes",
        "cts-resized-gates": 0,
        "postCtsHoldBufs": 0,
    },
    "worst_hold_path": {
        "min_path_type": "reg -> reg",
    },
}
Yosys cell counts:
library cell	n
nand2_1	8
a211oi_1	2
nand2b_1	1
xor2_1	11
nor3b_2	1
o21ai_1	1
edfxtp_1	30
nor3b_1	1
a21boi_2	1
mux2_2	4
ha_1	12
and2_1	3
inv_1	15
or4b_1	1
dfxtp_1	32
o211ai_1	1
conb_1	1
nor2_1	10
xnor2_1	17
nor2b_1	5
and3_1	1
o21ai_0	5
a21oi_1	3
nand3_1	12
nor3_2	1
nor3_1	1
sequential cells by signal, summed over array words and instances, names as in the netlist:
register	flops
encoder.piso_reg.Serial_Out	1
encoder.sipo_reg.tmp	4
decoder.sipo_reg.PO	7
encoder.sipo_reg.j	4
decoder.sipo_reg.tmp	7
decoder.piso_reg.i	4
decoder.sipo_reg.i	7
encoder.sipo_reg.PO	4
encoder.piso_reg.i	4
decoder.piso_reg.Serial_Out	1
encoder.sipo_reg.i	4
decoder.sipo_reg.j	4
encoder.piso_reg.tmp	7
decoder.piso_reg.tmp	4
layout make-up:
class,instances,share of cell area [%]
clock buffers,9,4.65
clock inverters,3,1.55
inverters,15,2.11
multi-input cells,103,28.6
flip-flops and latches,62,57.9
well taps,52,2.44
repair buffers,9,2.82
critical path: cells and delay by family (launching register included):
kind / cells / cell delay, ns
adders and majority gates: 1 / 0.14
buffers and inverters: 1 / 0.08
and+or+nand+nor: 3 / 1.02
DFF: 1 / 0.39
power breakdown:
group          leakage, nW  switching, mW  internal [mW]
clock network       0.0872          0.373          0.519
registers            0.588         0.0112           1.29
logic                0.375         0.0145         0.0224
worst paths after layout:
check | start | end | slack (ns) | cells past startpoint
max in group clk1 | encoder.sipo_reg.i[0]$_SDFFCE_PP0N_ | encoder.sipo_reg.PO[1]$_DFFE_PP_ | 0.50 | 3
min reg2reg | encoder.piso_reg.tmp[0]$_DFF_P_ | encoder.piso_reg.Serial_Out$_DFF_P_ | 0.33 | 0
max | decoder.sipo_reg.i[0]$_SDFFCE_PP0N_ | decoder.sipo_reg.PO[6]$_DFFE_PP_ | 0.14 | 5
max reg2reg | decoder.sipo_reg.i[0]$_SDFFCE_PP0N_ | decoder.sipo_reg.PO[6]$_DFFE_PP_ | 0.14 | 5
min in group clk1 | decoder.piso_reg.tmp[0]$_DFF_P_ | decoder.piso_reg.Serial_Out$_DFF_P_ | 0.33 | 0
min | encoder.piso_reg.tmp[0]$_DFF_P_ | encoder.piso_reg.Serial_Out$_DFF_P_ | 0.33 | 0
cells in the final DEF (no fill, tap or decap), types with 2 or more instances in the layout:
master / n
mux2_2: 4
and2_1: 3
ha_1: 12
a21oi_1: 3
buf_4: 6
dfxtp_1: 32
xor2_1: 11
clkbuf_8: 9
xnor2_1: 17
nand2_1: 8
edfxtp_1: 30
nor2_1: 10
inv_1: 15
a211oi_1: 2
o21ai_0: 5
nand3_1: 12
nor2b_1: 4
clkdlybuf4s50_1: 3
stage by stage:
stage / cells / power, mW / utilization (%) / area [sq um]
floorplan: 180 / 1.35 / - / 2360
finish: 253 / 2.23 / 59.9 / 2660
CTS: 253 / 2.25 / 59.9 / 2660
detailed placement: 241 / 1.37 / 56.2 / 2500
global placement: 241 / 1.36 / 56.2 / 2500
global route: 253 / 2.32 / 59.9 / 2660
metal layers:
| metal | routed length [um] | vias to the layer above | global-route usage, % |
|---|---|---|---|
| li1 | - | 640 | - |
| met1 | 1390 | 576 | 20.3 |
| met2 | 1210 | 22 | 20.4 |
| met3 | 197 | 6 | 6.94 |
| met4 | 46 | 0 | 2.44 |
| met5 | 0 | - | 0 |
kinds of logic after synthesis:
| logic type | count (synthesis) | synth area share, % |
|---|---|---|
| AOI/OAI and AO/OA | 13 | 3.35 |
| xor gates and xnor gates | 28 | 10.4 |
| adders and majority gates | 12 | 6.37 |
| buffers and inverters | 15 | 2.39 |
| DFF | 62 | 65.4 |
| muxes | 4 | 1.91 |
| other | 1 | 0.159 |
| and+or+nand+nor | 45 | 9.98 |
Power is estimated from default activity; no workload was simulated.
